**./run.sh**
```bash
#!/bin/bash
# OpenROAD 26Q1-2900-gdf79404cd8, Yosys 0.63+post, stock flow scripts
make -C /OpenROAD-flow-scripts/flow DESIGN_CONFIG=/design/flow/config.mk WORK_HOME=/design/flow/orfs finish
```
**./config.mk**
```make
export PLATFORM = sky130hd
export DESIGN_NAME = Datapath
export DESIGN_NICKNAME = Datapath
export VERILOG_FILES = /design/flow/design.v
export SDC_FILE = /design/flow/constraint.sdc
export NUM_CORES = 4
export LEC_CHECK = 1
export CORE_UTILIZATION = 40
```
**./constraint.sdc**
```tcl
current_design Datapath

set clk_period 1.0
set clk_io_pct 0.2

create_clock -name clk0 -period $clk_period [get_ports {clk}]

set non_clock_inputs [all_inputs -no_clocks]
set_input_delay [expr $clk_period * $clk_io_pct] -clock clk0 $non_clock_inputs
set_output_delay [expr $clk_period * $clk_io_pct] -clock clk0 [all_outputs]
```
**./design.v**
```verilog
module AddModule(
    input logic clk,
    input logic [15:0] multiplicand,
    input logic [15:0] accumulator,
    input logic add_signal,
    output logic [15:0] accumulator_out
);
always @(posedge clk) begin
    accumulator_out <= add_signal ? (multiplicand ^ accumulator) : accumulator;
end
endmodule
module ShiftModule(
    input logic clk,
    input logic reset,
    input logic enable,
    input logic [15:0] accumulator,
    input logic [15:0] multiplier,
    input logic [0:0] carry,
    output logic [15:0] accumulator_out,
    output reg [15:0] multiplier_out,
    output logic [0:0] carry_out
);
reg [15:0] shift_reg;
reg carry_reg;
always @(posedge clk or posedge reset) begin
    if (reset) begin
        shift_reg <= 16'b0;
        carry_reg <= 1'b0;
    end else if (enable) begin
        carry_reg <= carry_reg >> 1;
        shift_reg <= accumulator >> 1;
        multiplier_out <= multiplier >> 1;
    end
end
assign accumulator_out = shift_reg;
assign carry_out = carry_reg;
endmodule
module MuxModule(
    input logic [15:0] multiplicand,
    input logic [15:0] zeros,
    input logic mux_signal,
    output logic [15:0] selected_input
);
assign selected_input = mux_signal ? multiplicand : zeros;
endmodule
module Datapath(
    input logic clk,
    input logic reset,
    input logic start,
    input logic add_signal,
    input logic shift_signal,
    input logic mux_signal,
    input logic [15:0] multiplicand,
    input logic [15:0] accumulator,
    input logic [15:0] multiplier,
    output logic [31:0] product
);
logic [15:0] shift_reg_shift;
reg [15:0] shift_reg_mux;
reg [15:0] intermediate_accumulator;
logic [15:0] shift_multiplier; 
reg carry;
MuxModule mux_inst(
    .multiplicand(multiplicand), 
    .zeros(16'b0),
    .mux_signal(mux_signal), 
    .selected_input(shift_reg_mux)
);
always @(posedge reset) begin
end
AddModule add_inst(.clk(clk), .multiplicand(shift_reg_mux), .accumulator(accumulator),
                  .add_signal(add_signal), .accumulator_out(intermediate_accumulator));
ShiftModule shift_inst(
    .clk(clk), 
    .reset(reset), 
    .enable(shift_signal),
    .accumulator(intermediate_accumulator), 
    .multiplier(multiplier),
    .carry(carry), 
    .accumulator_out(shift_reg_shift),
    .multiplier_out(shift_multiplier), 
    .carry_out(carry)
);
assign product = {shift_reg_shift, shift_multiplier};
endmodule
module Controller(
    input logic clk,
    input logic reset,
    input logic start,
    input logic [15:0] multiplier,
    output reg add_signal,
    output reg shift_signal,
    output reg mux_signal
);
parameter IDLE = 2'b00;
parameter ADD = 2'b01;
parameter SHIFT = 2'b10;
parameter FINISH = 2'b11;
reg [1:0] state;
reg [3:0] count;
always @(posedge clk or posedge reset) begin
    if (reset) begin
        state <= IDLE;
        count <= 4'b0;
        add_signal <= 1'b0;
        shift_signal <= 1'b0;
        mux_signal <= 1'b0;
    end else begin
        case (state)
            IDLE: begin
                if (start) begin
                    state <= ADD;
                    count <= 4'b0;
                    add_signal <= 1'b0;
                    shift_signal <= 1'b0;
                    mux_signal <= 1'b0;
                end
            end
            ADD: begin
                mux_signal = multiplier[0];
                add_signal = 1'b1;
                state <= SHIFT;
            end
            SHIFT: begin
                if (count < 16) begin
                    count <= count + 1;
                    shift_signal <= 1'b1;
                    state <= ADD;
                end else begin
                    state <= FINISH;
                end
            end
            FINISH: begin
                state <= IDLE;
            end
            default: state <= IDLE;
        endcase
    end
end
endmodule
```
==> notes.md <==
Notes on the physical design

The flow ran to the end, and the final reports show no timing, DRC or antenna violations. In the final report, the number of hold violations comes to 0. The via count normalized by instance count is 4.35. The worst setup path is of the reg2reg kind.

The worst setup path is launched from a flop. TritonCTS created 5 clock buffers. The total number of placement rows is 22. The violation count after the first detailed-routing iteration is 30. The final period demand of the worst path is 0.995 ns. Pins over their slew limit in the final report were tallied at 0. In the layout the commonest cells are sky130_fd_sc_hd__clkdlybuf4s50_1, sky130_fd_sc_hd__buf_2. The finished cells cover 2490 µm². The detailed-route via count is 1058. According to the CTS report, the clock sink count is 45. The largest net degree at the start of global routing is 16. The detailed-route wire length is 2.79 mm.

The global placer's final weighted congestion is 0.699. The static leakage is 1.05 nW. The vertical die dimension reported for this design is 65.5 µm.

In this run the full chip footprint comes out at 4290 µm². The total buffers and inverters traversed by the critical path is 2. The cell area after placement is 2510 µm². The chip area in the Yosys report is 1610 µm².

Of the cells placed in the final design, the portion with a size suffix greater than 1 is 0.338. The hold buffer count at cts is 0. In this run the worst path has a maximum fanout of 2. The number of I/O port buffers is 79.

The CTS tree is yes. The share of the cycle needed by the critical path after routing is 0.995. The maximum clock skew at final layout is 0.00284 ns.

In this run the horizontal extent of the chip is 65.5 µm. Listed in order, past its start point the critical path passes buf_4 -> buf_4 -> mux2_4. The critical path's most frequent cell is sky130_fd_sc_hd__buf_4.

The utilization of the core after routing is 0.661. The first TritonRoute pass finished after 3 iterations. The part of the Yosys area used for sequential elements is 0.698. The data arrival at the endpoint of the critical path is 1.17 ns.

The largest stage delay on the critical path is 0.39 ns. The count of cell types in the netlist is 13. The global-route met3 utilization is 0.0493.

Across all setup checks in the final design, the least slack found is 0.00530 ns. The first global-routing pass estimated 4.67 mm of wire. The kind of cell with the highest combined delay along the critical path is flip-flops. The initial antenna violation count was 0. Per the post-synthesis report, the number of cells in the design is 99. The floorplan report gives the top-level pin count as 86. Per the power-grid run, VDD falls by no more than 1040 µV.

The report lists the power per cell area as 1520 nW/µm². The global routing report lists met2 layer usage as 0.236. The number of cells reported by Yosys stat comes to 99. The worst setup path is captured at a flop.

The number of antenna repair diodes is 0. The number of warnings issued by yosys is 3. The starting density of the core is 0.428. The script logs the mean routed wire length per placed instance as 11.5 µm. The number of nets with antenna violations after detailed routing is 0. The data required time of the critical path is 1.17 ns. The highest clock rate is 1.01 GHz.

CTS placed an instance of sky130_fd_sc_hd__clkbuf_8 at the clock tree root. The post-DP HPWL is 2.08 mm. The layer with the highest usage after global routing is met2. Across the run, the number of max-cap violations was 0.

The completed layout was analyzed and its total power is 0.00379 W. The global-route total usage across every layer is 0.152. The slowest stage of the critical path is the sky130_fd_sc_hd__dfrtp_1 cell. The synthesized area is 1610 µm². The number of global-route vias before repair is 1028. The number of remaining DRC errors is 0. The remaining global-route overflow is 0. The core region is 3770 µm².

The number of buffers between clock root and the deepest sink is 2. Per the cell usage report, the commonest logic cell in the layout is sky130_fd_sc_hd__clkdlybuf4s50_1. The worst-case register-to-register setup slack is 0.005 ns.

The final setup violation count is 0. Setup repair after global routing could not meet its margin everywhere. Per the CTS log, the maximum H-tree level is 2.

Averaged over all synthesized cells, the footprint is 16.3 µm². Per the post-CTS timing run, clock transition at the registers of the reported paths is 0.07 ns. Note that the worst hold path type here is in2async. Yosys reported a register bit count of 45.

Timing analysis after detailed placement gives a worst setup slack of -0.403 ns. Hold is met by 0.301 ns. Relative to the synthesized area, the layout overhead comes to 54.3%. The total number of warnings across the stage logs is 33. For the worst-skew pair, the clock arrives at the later sink with an insertion delay of 0.29 ns. The global-route track usage on met1 is 0.225.
-- synthesized netlist by cell type --
library cell                n  share of area
sky130_fd_sc_hd__dfrtp_1   15           0.23
sky130_fd_sc_hd__dfxtp_1   15           0.19
sky130_fd_sc_hd__edfxtp_1  15           0.28
sky130_fd_sc_hd__nand3_1   15          0.047
sky130_fd_sc_hd__xnor2_1   15          0.081
sky130_fd_sc_hd__mux2_4     9          0.084
sky130_fd_sc_hd__mux2_2     6          0.042
sky130_fd_sc_hd__buf_4      3          0.014
sky130_fd_sc_hd__buf_6      2          0.014
sky130_fd_sc_hd__buf_12     1          0.012
sky130_fd_sc_hd__conb_1     1         0.0023
sky130_fd_sc_hd__inv_1      1         0.0023
sky130_fd_sc_hd__nor2b_1    1         0.0039
-- through the flow --
step | instances | setup TNS [ns]
finish | 243 | 0
CTS | 241 | -0.0327
global route | 243 | -0.511
detailed placement | 229 | -13.58
global placement | 229 | -13.00
floorplan | 100 | -1.48
-- tightest hold or removal path: cells and delay by family --
kind     cells  cell delay (ns)
buf+inv      3             0.72
-- where the power goes --
part | switching (W) | internal (W)
clock | 0.000542 | 0.000494
sequential | 0.0000655 | 0.00208
combinational | 0.000153 | 0.000459
-- per-layer routing --
metal,vias to the layer above,wire [µm]
met4,0,28
met3,4,311
met2,63,1280
li1,524,-
met5,-,0
met1,467,1170
-- kinds of logic after synthesis --
kind of cell	after synthesis	synth area share
flops	45	0.698
buf+inv	7	0.0426
other cells	1	0.00232
mux	15	0.126
xor+xnor	15	0.0814
simple gates	16	0.0504
-- final timing paths --
kind / from / endpoint / cells past startpoint
setup / recovery: shift_inst.shift_reg[12] / shift_inst.shift_reg[12] / 3
hold / removal: reset / shift_inst.shift_reg[5] / 3
setup reg to reg: shift_inst.shift_reg[12] / shift_inst.shift_reg[12] / 3
hold reg to reg: add_inst.accumulator_out[12] / shift_inst.shift_reg[11] / 1
max in group asynchronous: reset / shift_inst.shift_reg[11] / 3
min in group clk0: add_inst.accumulator_out[12] / shift_inst.shift_reg[11] / 1
-- what timing repair did --
action,in CTS,in global routing
gates cloned,1,0
hold endpoints to repair,0,0
gates resized,93,0
endpoints found under the setup margin,60,26
buffers inserted,3,2
-- final cells by class --
cell class,count,area (µm²)
tap,48,60.1
multi-input combinational,48,430
timing repair buffer,93,787
fill,287,1280
clock buffer,7,76.3
clock inverter,1,7.51
sequential,45,1130
inverter,1,3.75
Power is estimated from default activity; no workload was simulated.
